==> ./design.v <==
`timescale 1ns / 1ps
module multiplier(product, a, b, multiplicant, multiplier, clk, start, busy);
output [3:0] a, b;			 
output [7:0] product;		 
output busy;					 
input [3:0] multiplicant, multiplier;
input clk, start;
reg Q_1;
reg [1:0] counter;				 
reg [3:0] A, Q, M;
wire [3:0] sum, difference;	
always @(posedge clk)
		begin
			if (start) begin   
				A <= 4'b0;
				Q <= multiplier;
				M <= multiplicant;
				Q_1 <= 1'b0;
				counter <= 4'b0;
			end
			else begin
					case ({Q[0], Q_1})
         					2'b0_1 :begin 
											   A <= {sum[3], sum[3:1]};
												Q <= {sum[0], Q[3:1]};
												Q_1 <= Q[0];
										 end
         					2'b1_0 : begin 
												A <= {difference[3], difference[3:1]};
												Q <= {difference[0], Q[3:1]};
												Q_1 <= Q[0];
											end
         					default: begin 
												A <= {A[3], A[3:1]};
												Q <= {A[0], Q[3:1]};
												Q_1 <= Q[0];
											end
      					endcase
					counter <= counter + 1'b1;
			end
		end
assign a = A;
assign b = Q ;
assign sum=A + M ;    
assign difference= A+ ~M + 1'b1;   
assign product = {A, Q};         
assign busy = (counter < 4);
initial 
  	begin 
    		$monitor($time,"prod=%b, A=%b, Q=%b, Q_1=%b, M=%d, sum=%d, difference=%d, busy==%b, multiplicant=%b, multiplier=%b, clk=%b, start=%b",
                      product, A, Q, Q_1, M, sum,difference, busy, multiplicant, multiplier, clk, start);
  	end
endmodule
==> ./run.sh <==
#!/bin/bash
# OpenROAD 26Q1-2900-gdf79404cd8, Yosys 0.63+post, stock flow scripts
make -C /OpenROAD-flow-scripts/flow DESIGN_CONFIG=/design/flow/config.mk WORK_HOME=/design/flow/orfs finish
==> ./config.mk <==
export PLATFORM = sky130hd
export DESIGN_NAME = multiplier
export DESIGN_NICKNAME = multiplier
export VERILOG_FILES = /design/flow/design.v
export SDC_FILE = /design/flow/constraint.sdc
export NUM_CORES = 4
export LEC_CHECK = 1
export CORE_AREA = 10 10 76 76
export DIE_AREA = 0 0 86 86
==> ./constraint.sdc <==
current_design multiplier

set clk_period 3.6
set clk_io_pct 0.2

create_clock -name clk0 -period $clk_period [get_ports {clk}]

set non_clock_inputs [all_inputs -no_clocks]
set_input_delay [expr $clk_period * $clk_io_pct] -clock clk0 $non_clock_inputs
set_output_delay [expr $clk_period * $clk_io_pct] -clock clk0 [all_outputs]
==> flow_summary.ini <==
; synthesis and place-and-route metrics
[power_and_ir_drop]
seq_power_share_pct = 40.9
pwr-share-clk_pct = 26.8
combPwrFrac_pct = 32.2
p_sw_share_pct = 26.12
p_leak_nw = 0.4325
power.net_switching_w = 0.0001203
ir_drop_mv = 0.2138
p_int_w = 0.0003402
powerDensity_nw_per_um2 = 432.0

[floorplan]
die_w_um = 86
die_h_um = 86
io_pins = 27
die_area_sq_um = 7396
core_region_area_sq_um = 4115
rows = 23
fp-utilization_pct = 19.03

[clock_network]
cts_max_path_buffers = 2
post-cts-setup-buffers = 0
cts_hold_buf = 0
numCtsBuffers = 3
root_buffer = clkbuf_8
cts_tree = yes
h-tree-depth = 1
clk_pin_slew_worst_paths_ns = 0.05
cts.sinks = 13
clkLatencyLatePin_ns = 0.24
post_cts_resized = 0

[finish]
drive_gt1_share_pct = 8.333
layout_top_cells = clkdlybuf4s50_1, inv_1, dfxtp_1
areaGrowthSynthToFinish_pct = 36.10
instances_no_fill = 146
lay_top_count = clkdlybuf4s50_1
fin_util_pct = 25.90

[timing]
finalHoldViolCount = 0
fin_skew_ns = 0.004742
min_period_ns = 1.932
max_freq_ghz = 0.5175
relSlewSlack_pct = 66.51
worst_slew_pin_slew_ns = 0.5008
rsz0062_at_grt = no
timing.final.crit_share_pct = 53.68
report.final.slew_viol_count = 0
setup_violations = 0
finalSetupTns_ns = 0
whs_ns = 0.4928

[global_route]
antenna_found_initial = 0
overflow = 0
grt_pass1_wl_um = 2642
grt_max_degree = 14
grt_pass1_vias = 585
grt.total_usage_pct = 4.203

[synthesis]
ys_cells = 78
yosys_warnings = 2
synth_chip_area_sq_um = 783.3
synthTopCellsByArea = dfxtp_1, edfxtp_1, ha_1
avgSynthCellArea_sq_um = 10.04
synthCells = 78
post_synth_num_cell_types = 25
synth_top_area_share_pct = 23.00
yosys.stat.seqShare_pct = 38.34
syn_area_sq_um = 783.3
ys.flops = 13
yosys.area.top_type = dfxtp_1

[placed_design]
gp_congestion = 0.7835
hpwl_um = 1317
portBuffers = 25
place_inst = 142

[worst_setup_path]
r2r-start = A[0]
critPathLaunch = A[1]
cp.arrival_ns = 1.21
critPathMaxFanout = 6
critical-path-slowest-cell = clkdlybuf4s50_1
cp_cell_sequence = clkdlybuf4s50_1
max_stage_delay_ns = 0.52
path_buffers = 1
critPathRequiredTime_ns = 2.88
end_kind = output pin
crit_type = reg -> out
critical_path.top_delay_family = buffers and inverters
start_kind = register

[worst_hold_path]
hp-class = reg -> reg
min_from = Q[0]

[detailed_routing]
drt_iter0_drc = 14
first_pass_iters = 3
drtAntennaViolNets = 0
post_drt_wl_per_cell_um = 10.60
vias_per_cell = 3.836
drt-total-wl_um = 1548
insertedDiodeCount = 0
vias = 560
drc = 0

[flow_run]
maxCapViolCount = 0
warnings = 29

[outcome]
status = completed
==> synthesized netlist by cell type (all sizes together) <==
master  number
fa           2
xor2         1
nand2b       2
edfxtp       4
nand3b       1
mux2         3
conb         1
a21oi        5
dfxtp        9
buf          9
nand3        1
mux2i        1
o31a         2
and3b        1
nor3         1
a211oi       2
or2          1
clkbuf       2
ha           8
nor2         4
nand2        1
inv         13
a311oi       1
a221oi       3
==> routing by layer <==
layer  global-route usage, %  vias to the layer above  routed length [um]
li1                        -                      286                   -
met1                   4.858                      254                 639
met2                   6.694                       18                 723
met3                   2.479                        2                 176
met4                  0.5988                        0                   8
met5                       0                        -                   0
==> worst paths after layout <==
path / endpoint / slack, ns / cells past startpoint
setup / recovery: product[5] / 1.67 / 1
hold / removal: Q_1 / 0.49 / 2
setup reg to reg: A[1] / 1.83 / 7
hold reg to reg: Q_1 / 0.49 / 2
==> power groups by stage <==
stage                 combinational [W]  sequential [W]  clock [W]
final                          0.000148        0.000189   0.000124
after global routing           0.000169        0.000193   0.000135
after CTS                      0.000152        0.000190   0.000129
==> state kept, by name, indices dropped and copies added, names as in the netlist <==
register  cells
A             4
Q             4
M             4
Q_1           1
==> stage by stage <==
stage	worst slack, ns	cell area (sq um)	total power (W)
3_3_place_gp	1.601	1021	0.0003394
5_1_grt	1.575	1066	0.0004974
3_5_place_dp	1.558	1021	0.0003437
2_1_floorplan	2.057	783.3	0.0002780
4_1_cts	1.619	1066	0.0004711
6_report	1.668	1066	0.0004605
==> kinds of logic (layout without fill, tap and decap cells) <==
group                      Yosys count  after routing  synth area share, %
xor gates and xnor gates             1              1                1.118
muxes                                4              4                5.591
and+or+nand+nor                     12             12                8.146
adders and majority gates           10             10                17.89
AOI/OAI and AO/OA                   13             13                12.62
DFF                                 13             13                38.34
other                                1              1               0.4788
buffers and inverters               24             42                15.81
==> area by class of cell <==
class                      count  area [sq um]
tap                           50         62.56
timing repair buffer          25         250.2
clock buffer                   4         45.04
sequential                    13         300.3
inverter                      13         48.80
multi-input combinational     41         359.1
fill                         438          3049
Power is estimated from default activity; no workload was simulated.
