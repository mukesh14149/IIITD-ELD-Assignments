==> ./design.v <==
`timescale 1ns / 1ps
module enqr_try(q, v, d);
    output [2:0] q; 			
    output       v;			 
    input  [7:0] d;
    reg    [2:0] q;
    assign v= |d; 			
    always @ (d)
    begin
			if(d[7]) 
					q=7; 
			else	if(d[6]) 
					q=6; 
			else	if(d[5]) 
					q=5; 
			else	if(d[4]) 
					q=4; 
			else	if(d[3]) 
					q=3; 
			else	if(d[2]) 
					q=2; 
			else	if(d[1]) 
					q=1; 
			else	if(d[0]) 
					q=0; 
			else
					q=3'bx;
    end
     endmodule
==> ./run.sh <==
#!/bin/bash
# OpenROAD 26Q1-2900-gdf79404cd8, Yosys 0.63+post, stock flow scripts
make -C /OpenROAD-flow-scripts/flow DESIGN_CONFIG=/design/flow/config.mk WORK_HOME=/design/flow/orfs finish
==> ./config.mk <==
export PLATFORM = sky130hd
export DESIGN_NAME = enqr_try
export DESIGN_NICKNAME = enqr_try
export VERILOG_FILES = /design/flow/design.v
export SDC_FILE = /design/flow/constraint.sdc
export NUM_CORES = 4
export LEC_CHECK = 1
export CORE_AREA = 10 10 70 70
export DIE_AREA = 0 0 80 80
==> ./constraint.sdc <==
current_design enqr_try

set clk_period 1.0
set clk_io_pct 0.2

create_clock -name clk0 -period $clk_period

set non_clock_inputs [all_inputs -no_clocks]
set_input_delay [expr $clk_period * $clk_io_pct] -clock clk0 $non_clock_inputs
set_output_delay [expr $clk_period * $clk_io_pct] -clock clk0 [all_outputs]
==> run_summary.xml <==
<?xml version="1.0" encoding="UTF-8"?>
<metrics>
  <group name="placement">
    <metric name="routability_congestion_estimate_from_global_placement" unit="">0.804</metric>
    <metric name="portBuffers" unit="">12</metric>
    <metric name="dpl.cell_count" unit="">70</metric>
    <metric name="postPlaceCellArea" unit="sq um">235</metric>
  </group>
  <group name="sta">
    <metric name="grt_setup_unrepaired" unit="">no</metric>
    <metric name="finalCritPeriodShare" unit="">0.932</metric>
    <metric name="achievable-frequency" unit="MHz">1070</metric>
    <metric name="finalSetupViolCount" unit="">0</metric>
    <metric name="post-route-min-period" unit="ns">0.932</metric>
    <metric name="finalHoldViolations" unit="">0</metric>
    <metric name="worst_pin_slew" unit="ns">0.199</metric>
    <metric name="finalHoldWorstSlack" unit="ns">0.681</metric>
    <metric name="maxSlewViolCount" unit="">0</metric>
    <metric name="timing.slew.headroom" unit="">0.866</metric>
  </group>
  <group name="run">
    <metric name="max_cap_violations" unit="">0</metric>
    <metric name="openroad.warnings" unit="">32</metric>
  </group>
  <group name="floorplanning">
    <metric name="die-width" unit="um">80</metric>
    <metric name="die-height" unit="um">80</metric>
    <metric name="core.rowCount" unit="">21</metric>
    <metric name="fp.coreArea" unit="sq um">3420</metric>
    <metric name="io_pins" unit="">12</metric>
    <metric name="initial_utilization" unit="">0.0168</metric>
    <metric name="chip_area" unit="sq um">6400</metric>
  </group>
  <group name="yosys">
    <metric name="ys_warn_count" unit="">1</metric>
    <metric name="ys_seq_share" unit="">0</metric>
    <metric name="synth_top_cell_by_area" unit="">sky130_fd_sc_hd__nor2_1</metric>
    <metric name="yosys-stat-cells" unit="">12</metric>
    <metric name="post-synth-top-area-fraction" unit="">0.261</metric>
    <metric name="synth.area.top_cells" unit="">sky130_fd_sc_hd__nor2_1, sky130_fd_sc_hd__o31ai_1, sky130_fd_sc_hd__a21oi_1, sky130_fd_sc_hd__nand4_1, sky130_fd_sc_hd__clkinv_1</metric>
    <metric name="synthesis.area_per_instance" unit="sq um">4.80</metric>
    <metric name="post_synth_inst_count" unit="">12</metric>
    <metric name="ys_area" unit="sq um">57.6</metric>
    <metric name="yosysUniqueCellTypes" unit="">7</metric>
    <metric name="synth.cell_area" unit="sq um">57.6</metric>
  </group>
  <group name="power">
    <metric name="p_leak" unit="nW">0.0669</metric>
    <metric name="pwr_density_cell" unit="nW/um^2">243</metric>
    <metric name="post-layout-total-power" unit="uW">48.4</metric>
    <metric name="ir_drop" unit="uV">14.4</metric>
  </group>
  <group name="routing">
    <metric name="drt-initial-drc-count" unit="">0</metric>
    <metric name="drc_errors_left" unit="">0</metric>
    <metric name="route.vias.total" unit="">135</metric>
    <metric name="antenna_cells_inserted" unit="">0</metric>
    <metric name="wl_per_cell" unit="um">6.07</metric>
    <metric name="drt-pass1-iter-count" unit="">1</metric>
    <metric name="finalWirelength" unit="um">425</metric>
    <metric name="via_per_inst" unit="">1.93</metric>
    <metric name="antenna_left" unit="">0</metric>
  </group>
  <group name="cells_and_area">
    <metric name="layout.clock_buffers" unit="">0</metric>
    <metric name="n_fill_cell" unit="">421</metric>
    <metric name="final_area" unit="sq um">199</metric>
    <metric name="layoutNonFillerInstCount" unit="">70</metric>
    <metric name="synthToLayoutAreaGrowth" unit="%">246</metric>
    <metric name="seqCellArea" unit="sq um">0</metric>
    <metric name="final_layout_size_suffix_gt1_frac" unit="">0.583</metric>
    <metric name="n_sequential_cell" unit="">0</metric>
    <metric name="final_core_utilization" unit="">0.0582</metric>
  </group>
  <group name="critical_path">
    <metric name="arrival" unit="ns">0.73</metric>
    <metric name="endpoint_kind" unit="">primary output</metric>
    <metric name="startpoint_type_of_the_worst_setup_path" unit="">primary input</metric>
    <metric name="worstSetupPathType" unit="">primary input to primary output</metric>
    <metric name="critPathMaxFanout" unit="">3</metric>
    <metric name="worst_ep_required_time" unit="ns">0.80</metric>
  </group>
  <group name="global_route">
    <metric name="grt_start_max_net_pins" unit="">4</metric>
    <metric name="antenna_violations_before_repair" unit="">0</metric>
    <metric name="grt_first_pass_wirelength" unit="um">621</metric>
    <metric name="track_usage" unit="">0.0113</metric>
    <metric name="globalRoute.totalOverflow" unit="">0</metric>
    <metric name="number_of_global_route_vias_before_repair" unit="">126</metric>
  </group>
  <group name="status">
    <metric name="outcome" unit="">finished, final reports clean</metric>
  </group>
  <group name="min_path">
    <metric name="hp-class" unit="">primary input to primary output</metric>
  </group>
</metrics>
==> cells by family (layout without fill, tap and decap cells) <==
group | Yosys count | count (layout) | synth area share
and+or+nand+nor | 6 | 6 | 0.435
AOI/OAI and AO/OA | 4 | 4 | 0.435
buffers and inverters | 2 | 14 | 0.130
==> cell usage in the layout, fill, tap and decap left out <==
master,instances
sky130_fd_sc_hd__buf_2,10
sky130_fd_sc_hd__nor2_4,1
sky130_fd_sc_hd__a21oi_1,1
sky130_fd_sc_hd__nor2_1,1
sky130_fd_sc_hd__nand4_1,1
sky130_fd_sc_hd__a21oi_2,1
sky130_fd_sc_hd__o31ai_1,2
sky130_fd_sc_hd__inv_1,1
sky130_fd_sc_hd__dlygate4sd2_1,2
sky130_fd_sc_hd__nand2_1,1
sky130_fd_sc_hd__nor2_2,2
sky130_fd_sc_hd__clkinv_1,1
==> metal layers <==
metal | vias up | GRT usage | part of all wire
met5 | - | 0 | 0
met4 | 0 | 0 | 0
met3 | 0 | 0.00568 | 0.18
met2 | 9 | 0.0185 | 0.39
met1 | 59 | 0.0138 | 0.44
li1 | 67 | - | -
==> cell usage after synthesis <==
cell type,instances
sky130_fd_sc_hd__clkinv_1,1
sky130_fd_sc_hd__a21oi_1,2
sky130_fd_sc_hd__nand4_1,1
sky130_fd_sc_hd__inv_1,1
sky130_fd_sc_hd__nand2_1,1
sky130_fd_sc_hd__o31ai_1,2
sky130_fd_sc_hd__nor2_1,4
==> per-stage QoR <==
step,setup WS (ns),TNS (ns)
3_3_place_gp,-0.662,-2.34
4_1_cts,0.00930,0
3_5_place_dp,-0.681,-2.42
2_1_floorplan,0.398,0
5_1_grt,0.00849,0
6_report,0.0679,0
==> power by group <==
group	switching (mW)	internal (mW)
combinational	0.0237	0.0248
sequential	0	0
clock	0	0
total	0.0237	0.0248
==> final cells by class <==
| class | instances | area (sq um) | share of cell area |
|---|---|---|---|
| inverters | 2 | 7.51 | 0.0377 |
| multi-input cells | 10 | 66.3 | 0.333 |
| well taps | 46 | 57.6 | 0.289 |
| repair buffers | 12 | 67.6 | 0.340 |
==> path summary, 6_finish.rpt <==
path,endpoint,depth (start not counted),from,slack (ns)
setup / recovery,q[2],4,d[7],0.07
hold / removal,q[1],3,d[4],0.68
==> critical path, stage by stage <==
cell,delay (ns)
sky130_fd_sc_hd__buf_2,0.12
sky130_fd_sc_hd__nor2_4,0.12
sky130_fd_sc_hd__nand2_1,0.06
sky130_fd_sc_hd__dlygate4sd2_1,0.24
==> what timing repair did <==
| item | 4_1_cts | 5_1_grt |
|---|---|---|
| gates resized | 43 | 1 |
| pin swaps | 6 | 2 |
| endpoints found under the setup margin | 4 | 3 |
| hold endpoints to repair | 0 | 0 |
| hold buffers | 0 | 0 |
| setup buffers | 0 | 0 |
Power and IR drop assume default switching activity.
